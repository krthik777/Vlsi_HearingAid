==> design.v <==
module hearing_aid_processor (
    input  wire                 clk,
    input  wire                 rst_n,
    input  wire signed [15:0]   audio_in,
    input  wire                 audio_valid,
    output wire signed [15:0]   audio_out,
    output wire                 audio_ready
);
    wire signed [15:0] stage1_out;
    wire               stage1_ready;
    spectral_subtraction_stage u_stage1 (
        .clk(clk), .rst_n(rst_n),
        .audio_in(audio_in),
        .audio_valid(audio_valid),
        .audio_out(stage1_out),
        .audio_ready(stage1_ready)
    );
    lms_filter_stage u_stage2 (
        .clk(clk), .rst_n(rst_n),
        .audio_in(stage1_out),
        .audio_valid(stage1_ready),
        .audio_out(audio_out),
        .audio_ready(audio_ready)
    );
endmodule
`timescale 1ns/1ps
module lms_filter_stage #(
    parameter integer FILTER_ORDER = 16,
    parameter integer DATA_WIDTH   = 16,
    parameter signed [15:0] STEP_SIZE = 16'h0100
)(
    input  wire                           clk,
    input  wire                           rst_n,
    input  wire signed [DATA_WIDTH-1:0]   audio_in,      
    input  wire                           audio_valid,
    output reg  signed [DATA_WIDTH-1:0]   audio_out,     
    output reg                            audio_ready
);
    reg signed [DATA_WIDTH-1:0] delay_line [0:FILTER_ORDER-1];
    reg signed [DATA_WIDTH-1:0] weights    [0:FILTER_ORDER-1];
    integer i;
    reg signed [63:0] acc;             
    reg signed [31:0] prod32;          
    reg signed [31:0] e_times_x_q15;   
    reg signed [47:0] mu_mul_tmp;      
    reg signed [31:0] w_update_q15;    
    reg signed [15:0] y_q15;           
    reg signed [15:0] error_q15;       
    function [15:0] sat16;
        input signed [31:0] vin;
        begin
            if (vin > 32'sd32767)      sat16 = 16'sd32767;
            else if (vin < -32'sd32768) sat16 = -16'sd32768;
            else                        sat16 = vin[15:0];
        end
    endfunction
    function [15:0] sat16_from64;
        input signed [63:0] vin64;
        reg   signed [31:0] vin32;
        begin
            vin32 = vin64[31:0];  
            if (vin32 > 32'sd32767)       sat16_from64 = 16'sd32767;
            else if (vin32 < -32'sd32768) sat16_from64 = -16'sd32768;
            else                           sat16_from64 = vin32[15:0];
        end
    endfunction
    integer r;
    always @(posedge clk or negedge rst_n) begin
        if (!rst_n) begin
            for (r = 0; r < FILTER_ORDER; r = r + 1) begin
                delay_line[r] <= 0;
                weights[r]    <= 0;
            end
            audio_out   <= 0;
            audio_ready <= 0;
        end else begin
            audio_ready <= 0;
            if (audio_valid) begin
                for (i = FILTER_ORDER-1; i > 0; i = i - 1) begin
                    delay_line[i] <= delay_line[i-1];
                end
                delay_line[0] <= audio_in;
                acc = 64'sd0;
                for (i = 0; i < FILTER_ORDER; i = i + 1) begin
                    prod32 = $signed(weights[i]) * $signed(delay_line[i]);  
                    acc = acc + {{32{prod32[31]}}, prod32};                 
                end
                y_q15 = sat16_from64( acc >>> 15 );
                audio_out   <= y_q15;
                audio_ready <= 1'b1;
                error_q15 = $signed(audio_in) - $signed(y_q15);
                for (i = 0; i < FILTER_ORDER; i = i + 1) begin
                    prod32       = $signed(error_q15) * $signed(delay_line[i]);     
                    e_times_x_q15= $signed(prod32) >>> 15;                          
                    mu_mul_tmp   = $signed({{16{STEP_SIZE[15]}}, STEP_SIZE}) * $signed(e_times_x_q15);  
                    w_update_q15 = $signed(mu_mul_tmp >>> 15);                      
                    weights[i] <= sat16( $signed({{16{weights[i][15]}}, weights[i]}) + $signed(w_update_q15) );
                end
            end
        end
    end
endmodule
module spectral_subtraction_stage(
    input  wire         clk,
    input  wire         rst_n,
    input  wire signed [15:0] audio_in,
    input  wire         audio_valid,
    output reg signed [15:0] audio_out,
    output reg          audio_ready
);
    parameter integer NOISE_LEN = 256;  
    reg [31:0] noise_sum;
    reg [15:0] noise_est;
    reg [7:0]  count;
    reg        noise_ready;
    wire [15:0] abs_sample = (audio_in[15] ? -audio_in : audio_in);
    always @(posedge clk or negedge rst_n) begin
        if (!rst_n) begin
            noise_sum   <= 0;
            count       <= 0;
            noise_est   <= 0;
            noise_ready <= 0;
            audio_out   <= 0;
            audio_ready <= 0;
        end else if (audio_valid) begin
            if (!noise_ready) begin
                noise_sum <= noise_sum + abs_sample;
                count <= count + 1;
                if (count == NOISE_LEN-1) begin
                    noise_est   <= noise_sum >> 8;  
                    noise_ready <= 1;
                end
                audio_ready <= 0;
            end else begin
                if (audio_in >= 0) begin
                    if (audio_in > noise_est)
                        audio_out <= audio_in - noise_est;
                    else
                        audio_out <= 0;
                end else begin
                    if (audio_in < -noise_est)
                        audio_out <= audio_in + noise_est;
                    else
                        audio_out <= 0;
                end
                audio_ready <= 1;
            end
        end else begin
            audio_ready <= 0;
        end
    end
endmodule
==> run.sh <==
#!/bin/bash
# OpenROAD 26Q1-2900-gdf79404cd8, Yosys 0.63+post, stock flow scripts
make -C /OpenROAD-flow-scripts/flow DESIGN_CONFIG=/design/flow/config.mk WORK_HOME=/design/flow/orfs finish
==> constraint.sdc <==
current_design hearing_aid_processor

set clk_period 50.3
set clk_io_pct 0.2

create_clock -name clk0 -period $clk_period [get_ports {clk}]

set non_clock_inputs [all_inputs -no_clocks]
set_input_delay [expr $clk_period * $clk_io_pct] -clock clk0 $non_clock_inputs
set_output_delay [expr $clk_period * $clk_io_pct] -clock clk0 [all_outputs]
==> config.mk <==
export PLATFORM = sky130hd
export DESIGN_NAME = hearing_aid_processor
export DESIGN_NICKNAME = hearing_aid_processor
export VERILOG_FILES = /design/flow/design.v
export SDC_FILE = /design/flow/constraint.sdc
export NUM_CORES = 4
export LEC_CHECK = 1
export CORE_UTILIZATION = 30
==> ci_impl_report.md <==
### Metrics collected by this job

| Metric | Value |
|---|---|
| Critical path peak fanout | around 45 |
| Pwr Density | 3.537 nW/um^2 |
| Leak pwr | 0.1874 uW |
| Total Wirelength | approximately 1100000 um |
| CP max stage delay | 0.63 ns |
| Startpoint Class | flip-flop |
| Switching share of power | 28.89% |
| Final tally of hold violations | 0 |
| Setup Skew | 0.2866 ns |
| Row count | approximately 400 |
| Layout cells sized above 1 | 3.596% |
| Hold endpoint | u_stage1.noise_sum[23]$_DFFE_PN0P_ |
| HP Class | flip-flop to flip-flop |
| Initial DRC count | 12.71k |
| Outcome | completed |
| Core Footprint | 1209000 um^2 |
| Vias per cell | roughly 4.7 |
| Internal power | 972.5 uW |
| Post-synth ARST share | 100.0% |
| Vias in the first global route | 283.5k |
| Final Util | 32.00% |
| TNS Setup | 0 ns |
| CTS Buf Count | 99 |
| Gate Count Post-Synth | 40.84k |
| Clock Sinks | approximately 600 |
| Post-synth top flop | dfrtp_1 |
| Drt drc | 0 |
| First-pass GRT wire length | 1750000 um |
| Drt first pass iters | 5 |
| Area leader share | 49.24% |
| Io pins | 36 |
| Latency at later pin | 0.98 ns |
| Syn_area_per_cell | 8.899 um^2 |
| Crit-path most repeated cell | fa_1 |
| Total number of vias | 261.9k |
| # Post-CTS Setup Buffers | 0 |
| Setup-failing EPs final | 0 |
| Clock-pin slew on the worst setup and hold paths | 0.06 ns |
| Cell taking the most area after synthesis | fa_1 |
| Combinational share of power | 5.6% |
| Cell Type Count | approximately 90 |
| Fin crit share | around three fifths |
| Initial antenna violation count | 48 |
| Grt ovf | 0 |
| Max Slew Vio Count | 0 |
| Reg2Reg Depth | 101 |
| Die span in x | 1103 um |
| Number of enable flip-flop cells | 0 |
| IO buf count | 35 |
| Antenna viol nets, final | 0 |
| Resized cells post-CTS | 0 |
| Pre-CTS setup slack | ~20 ns |
| Tool Warnings | 58 |
| R2r setup slk | 19.33 ns |
| Fin worst setup slack | 19.33 ns |
| R2r startpoint | u_stage2.delay_line[2][0]$_DFFE_PN0P_ |
| Yosys Instances | 40.84k |
| Crit end category | flip-flop |
| CP Data Arrival Time | ~32 ns |
| Sequential area share after synthesis | 4.097% |
| Slowest-stage cell, CP | fa_1 |
| Reg-to-Reg End | u_stage2.weights[15][1]$_DFFE_PN0P_ |
| Relative contribution of the clock network to total power | 58.0% |
| CP Class | flip-flop to flip-flop |
| Worst-case clock buffer depth | 4 |
| Clk root buf | clkbuf_16 |
| Die area | roughly 1200000 um^2 |
| Synth warn | 4 |
| Initial Util | between 30% and 40% |
| Cell area after synthesis | 363400 um^2 |
| Max cap viols | 0 |
| Largest net degree at the start of global routing | 125 |
| WL/cell | approximately 20 um |
| Fmax | 32.29 MHz |
| Worst-Margin Slew | 1.231 ns |
| RSZ-0062 raised after global routing | no |
| Seq pwr share | 36.4% |
| Yosys Chip Area | around 360000 um^2 |
| Hold_buf cts | 0 |
| P_sw | ~400 uW |
| Synth top area cells | fa_1, inv_1, ha_1 |
| VDD IR max | 30.11 uV |
| Die height | 1103 um |
| CTS tree | built |
| Gr usage total | 20.05% |
| Syn-to-layout area delta | 6.424% |
| Synthesized registers | 595 |
| Relative slew slack | between 10% and 20% |
| Worst hold start | u_stage1.noise_sum[23]$_DFFE_PN0P_ |
| Filler Cell Count | 125.2k |
| Worst EP required | 51.15 ns |
| H-tree depth | 3 |
| Crit path time final | ~31 ns |
| Routability cong. | 0.9909 |
| Hold Path Depth | 1 |
| Final HPWL DP | 905500 um |
==> worst max path at each step <==
stage                 cells past startpoint                                  end                             startpoint
after CTS                               101  u_stage2.weights[15][1]$_DFFE_PN0P_  u_stage2.delay_line[2][0]$_DFFE_PN0P_
after global routing                    102  u_stage2.weights[15][1]$_DFFE_PN0P_  u_stage2.delay_line[2][0]$_DFFE_PN0P_
final                                   101  u_stage2.weights[15][1]$_DFFE_PN0P_  u_stage2.delay_line[2][0]$_DFFE_PN0P_
==> placed cells by master, fill, tap and decap left out, types with 591 or more instances in the layout <==
master and n:
fa_1 8937, nand2_1 4925, and2_1 2485, o21ai_0 955
inv_1 10430, xnor2_1 788, dfrtp_1 591, nor2_1 1604
nand3_1 743, ha_1 2905, a21oi_1 805, buf_4 937
==> synth_stat cells (26+ instances only) <==
cell type / number
nor2_1: 1608
nand4_1: 71
or2_2: 26
mux2_2: 177
a31oi_1: 65
o22ai_1: 251
dfrtp_1: 595
and3_1: 70
a21o_1: 257
ha_1: 2909
o21bai_1: 108
o21ai_1: 55
nor3_1: 167
maj3_1: 31
buf_4: 30
mux2i_1: 130
fa_1: 8938
o211a_1: 36
xnor2_1: 807
o21ai_0: 955
nor2b_1: 356
buf_1: 61
and2_1: 2485
nand4b_1: 130
a21boi_0: 100
nor4_1: 27
o311ai_0: 126
nand2_1: 4926
o21a_1: 212
buf_2: 53
a211oi_1: 44
xor2_1: 224
or3_1: 73
a311oi_1: 106
inv_1: 10430
o31ai_1: 48
nand2b_1: 231
nand3_1: 743
clkbuf_1: 2061
a21oi_1: 813
==> logic make-up (layout without fill, tap and decap cells) <==
family / count (synthesis) / count (layout) / share of synthesized area [%]
buf+inv: 12670 / 11630 / 13.13
compound gates: 3401 / 3401 / 5.869
fa+ha+maj: 11880 / 11880 / 59.34
simple gates: 10960 / 10960 / 14.17
flops: 595 / 595 / 4.097
xor+xnor: 1031 / 1031 / 2.485
other cells: 0 / 46 / 0
mux: 307 / 307 / 0.9065
==> cell type report <==
class                      instances  area, um^2  area share [%]
multi-input combinational      27580      301300           77.91
timing repair buffer             986        7670           1.983
clock buffer                     124        2714          0.7017
clock inverter                    56       720.7          0.1863
inverter                       10460       39260           10.15
tap                            16040       20070           5.188
sequential                       595       14900           3.852
antenna                           46       115.1         0.02976
==> critical path, delay by kind of cell (launching register included) <==
kind	cells	cell delay, ns
buf+inv	20	4.32
compound gates	37	9.08
mux	2	0.41
xor+xnor	2	0.75
fa+ha+maj	28	13.27
simple gates	12	2.62
flops	1	0.32
==> metrics by stage <==
stage / power, uW / hold WS [ns] / cells / cell area [um^2]
3_5_place_dp: 583.9 / 0.4625 / 55650 / 383200
2_1_floorplan: 556.3 / 0.4063 / 40840 / 363400
4_1_cts: 1385 / 0.4726 / 55830 / 386700
6_report: 1368 / 0.4702 / 55880 / 386800
3_3_place_gp: 582.5 / 0.4572 / 55650 / 383200
5_1_grt: 1405 / 0.5069 / 55840 / 386700
==> sequential cells by signal, summed over array words and instances, names as in the netlist <==
register              cells
u_stage1.noise_est       16
u_stage1.count            8
u_stage1.audio_out       16
u_stage2.weights        256
u_stage1.noise_sum       24
u_stage2.audio_out       16
u_stage2.audio_ready      1
u_stage2.delay_line     256
u_stage1.audio_ready      1
u_stage1.noise_ready      1
==> power groups by stage <==
stage     clock [uW]  combinational [uW]  sequential [uW]
4_1_cts          810                77.7              498
6_report         794                76.2              498
5_1_grt          818                87.2              500
==> metal layers <==
layer | GRT usage [%] | up-vias | part of all wire (%)
li1 | - | 117900 | -
met2 | 30.19 | 9616 | 45
met4 | 7.258 | 66 | 5.0
met1 | 24.26 | 132700 | 36
met5 | 1.121 | - | 0.22
met3 | 11.35 | 1633 | 14
Power figures rest on the tool's default switching activity, not on a simulated workload.
